<file path="/design/flow/design.v">
module computeHistogram #(parameter IMAGE_WIDTH = 240, parameter IMAGE_HEIGHT = 180) ( 
		input clk, 
		input reset, 
		input [7:0] xAddress, 
		input [7:0] yAddress, 
		input pixelData, 
		input startHistogram, 
		input readHistogram, 
		input clearHistogram,
		input stopHistogram,
		output reg [7:0] xHistogramOut, 
		output reg [7:0] yHistogramOut, 
		output reg xValid, 
		output reg yValid,
		output reg histogramClear,
		output ready
		);
reg [7:0] xHistogram[0:IMAGE_WIDTH-1];
reg [7:0] yHistogram[0:IMAGE_HEIGHT-1];
reg [7:0] xCounter;
reg [7:0] yCounter;
reg xClear;
reg yClear;
reg xDone;
reg yDone;
reg readDone;
reg ready;
reg [1:0] state;
reg [1:0] nextState;
localparam IDLE = 2'b00, COMPUTE = 2'b01, CLEAR = 2'b10, READ = 2'b11;
integer i;
integer j;
initial begin
    for (i = 0; i < IMAGE_WIDTH; i = i + 1) begin
        xHistogram[i] = 0;
    end
    for (j = 0; j < IMAGE_HEIGHT; j = j + 1) begin
        yHistogram[j] = 0;
    end
end
always @ (posedge clk) begin
	if (reset) begin
		state <= IDLE;
	end
	else begin
		state <= nextState;
	end
end
always @ (*) begin
	case (state)
		IDLE: begin
			if (startHistogram) begin
				nextState <= COMPUTE;
			end
			else if (clearHistogram) begin
				nextState <= CLEAR;
			end
			else if (readHistogram) begin
				nextState <= READ;
			end
			else begin
				nextState <= IDLE;
			end
		end
		COMPUTE: begin
			if (stopHistogram) begin
				nextState <= IDLE;
			end
			else begin
				nextState <= COMPUTE;
			end
		end
		CLEAR: begin
			if (histogramClear) begin
				nextState <= IDLE;
			end
			else begin
				nextState <= CLEAR;
			end
		end
		READ: begin
			if (readDone) begin
				nextState <= IDLE;
			end
			else begin
				nextState <= READ;
			end
		end
	endcase
end
always @ (posedge clk) begin
	case (state)
		COMPUTE: begin
			xHistogram[xAddress] <= xHistogram[xAddress] + pixelData;
			yHistogram[yAddress] <= yHistogram[yAddress] + pixelData;
			histogramClear <= 0;
			ready <= 0;
		end
		READ: begin
			if (xCounter == IMAGE_WIDTH - 1) begin
				xCounter <= xCounter;
                xValid <= 0;
				xDone <= 1;
			end
			else begin
                xCounter <= xCounter + 1;
                xValid <= 1;
				xDone <= xDone;
			end
			if (yCounter == IMAGE_HEIGHT - 1) begin
                yCounter <= yCounter;
                yValid <= 0;
				yDone <= 1;
			end
			else begin
                yCounter <= yCounter + 1;
                yValid <= 1;
				yDone <= yDone;
			end
			ready <= 0;
			readDone <= xDone && yDone;
			yHistogramOut <= yHistogram[yCounter];
			xHistogramOut <= xHistogram[xCounter];
		end
		CLEAR: begin
			if (xCounter == IMAGE_WIDTH - 1) begin
				xCounter <= xCounter;
				xClear <= 1;
			end
			else begin
            xCounter <= xCounter + 1;
				xClear <= 0;
			end
			if (yCounter == IMAGE_HEIGHT - 1) begin
            yCounter <= yCounter;
				yClear <= 1;
			end
			else begin
            yCounter <= yCounter + 1;
				yClear <= 0;
			end
			ready <= 0;
			histogramClear <= xClear && yClear;
			yHistogram[yCounter] <= 0;
			xHistogram[xCounter] <= 0;
		end
		IDLE: begin
			xCounter <= 0;
			yCounter <= 0;
			xDone <= 0;
			yDone <= 0;
			histogramClear <= histogramClear;
			readDone <= 0;
			ready <= 1;
			xHistogramOut <= 0;
			yHistogramOut <= 0;
			xValid <= 0;
			yValid <= 0;
		end
	endcase
end
endmodule
`timescale 1ns / 1ps
module filteringModule #(parameter IMAGE_WIDTH = 240, parameter IMAGE_HEIGHT= 180, parameter WINDOW_STEP = 1, parameter WINDOW_SIZE = 3) ( 
	input clk, 
	input reset, 
	input dataIn, 
	input start,
	output [7:0] xAddressOut, 
	output [7:0] yAddressOut,
	output [7:0] xMedianAddress,
	output [7:0] yMedianAddress,
	output filterDone,
	output filterReady,
	output dataOut,
	output writeEnable
	);
function integer clog2;
    input integer value;
    begin
        value = value - 1;
        for (clog2 = 0; value > 0; clog2 = clog2 + 1) begin
            value = value >> 1;
        end
    end
endfunction
localparam counterWidth = clog2(WINDOW_SIZE);
reg [counterWidth-1:0] iCounter;
reg [counterWidth-1:0] jCounter;
reg [7:0] xAddressCntr;
reg [7:0] yAddressCntr;
localparam IDLE = 1'b0, FILTER = 1'b1;
reg dataValid, dataValidSync;
reg state, nextState;
reg iCounterDone, jCounterDone;
reg filterReady;
reg xAddressDone, yAddressDone;
assign xAddressOut = xAddressCntr + jCounter;
assign yAddressOut = yAddressCntr + iCounter;
assign filterDone = xAddressDone && yAddressDone;
always @ (posedge clk) begin
	if (reset) begin
		state <= IDLE;
	end
	else begin
		state <= nextState;
		dataValidSync <= !filterReady;
		dataValid <= dataValidSync;
	end
end
always @ (*) begin
	case (state)
		IDLE: begin 
			if (start) begin
				nextState = FILTER;
			end
			else begin
				nextState = IDLE;
			end
		end
		FILTER: begin
			if (xAddressDone && yAddressDone) begin
				nextState = IDLE;
			end
			else begin
				nextState = FILTER;
			end
		end
	endcase
end
always @ (posedge clk) begin
	case (state)
		IDLE: begin
			jCounter <= 0;
			iCounter <= 0;
			xAddressCntr <= 0;
			yAddressCntr <= 0;
			filterReady <= 1;
			xAddressDone <= 0;
			yAddressDone <= 0;
		end
		FILTER: begin
			filterReady <= 0;
			if (jCounter == (WINDOW_SIZE - 1)) begin
				jCounter <= 0;
				if (iCounter == (WINDOW_SIZE - 1)) begin
					iCounter <= 0;
					if (xAddressCntr == (IMAGE_WIDTH - WINDOW_SIZE)) begin
						xAddressCntr <= 0;
						xAddressDone <= 1;
						if (yAddressCntr == (IMAGE_HEIGHT - WINDOW_SIZE)) begin
							yAddressCntr <= 0;
							yAddressDone <= 1;
						end
						else begin
							yAddressDone <= 0;
							yAddressCntr <= yAddressCntr + 1'b1;
						end
					end
					else begin
						xAddressDone <= 0;
						xAddressCntr <= xAddressCntr + 1'b1;
					end
				end
				else begin
					iCounter <= iCounter + 1'b1;
				end
			end
			else begin
				jCounter <= jCounter + 1'b1;
			end
		end
	endcase
end
wire [7:0] xMedianAddress;
wire [7:0] yMedianAddress;
wire writeEnable;
wire dataOut;
medianProcess #(WINDOW_SIZE) dataProcessInst (
	.clk(clk),
	.reset(reset),
	.dataValid(dataValid),
	.xAddressIn(xAddressOut),
	.yAddressIn(yAddressOut),
	.dataIn(dataIn),
	.writeEnable(writeEnable),
	.xMedianAddress(xMedianAddress),
	.yMedianAddress(yMedianAddress),
	.dataOut(dataOut)
	);
endmodule
module histogramTop ( 
		input clk, 
		input reset,
		input start,
		output filterReady,	
		output filterDone, 
		input dataIn,
		output [7:0] xAddressOut,
		output [7:0] yAddressOut,
		output [7:0] xMedianAddress,
		output [7:0] yMedianAddress,
		output writeEnable,
		output dataOut,
		input readHistogram,
		input clearHistogram,
		output [7:0] xHistogramOut, 
		output [7:0] yHistogramOut, 
		output xValid, 
		output yValid,
		output histogramClear,
		output ready
		);
parameter WINDOW_SIZE = 3;
parameter IMAGE_WIDTH = 240;
parameter IMAGE_HEIGHT = 180;
parameter WINDOW_STEP = 1;
filteringModule #(IMAGE_WIDTH, IMAGE_HEIGHT, WINDOW_STEP, WINDOW_SIZE) filterInstance (
		.clk(clk), 
		.reset(reset), 
		.dataIn(dataIn), 
		.start(start),
		.xAddressOut(xAddressOut), 
		.yAddressOut(yAddressOut),
		.xMedianAddress(xMedianAddress),
		.yMedianAddress(yMedianAddress),
		.filterDone(filterDone),
		.filterReady(filterReady),
		.dataOut(dataOut),
		.writeEnable(writeEnable)
	   );
computeHistogram #(IMAGE_WIDTH, IMAGE_HEIGHT) computeHistogramInst( 
        .clk(clk), 
        .reset(reset),
        .xAddress(xMedianAddress),
        .yAddress(yMedianAddress),
        .pixelData(dataOut),
        .startHistogram(start),
		.stopHistogram(filterDone),
        .readHistogram(readHistogram), 
		.clearHistogram(clearHistogram),
        .xHistogramOut(xHistogramOut), 
        .yHistogramOut(yHistogramOut), 
        .xValid(xValid), 
        .yValid(yValid),
		.histogramClear(histogramClear),
		.ready(ready)
		);
endmodule
`timescale 1ns / 1ps
module medianProcess #(parameter WINDOW_SIZE = 3) (
	input clk,
	input reset,
	input dataValid,
	input [7:0] xAddressIn,
	input [7:0] yAddressIn,
	input dataIn,
	output writeEnable,
	output [7:0] xMedianAddress,
	output [7:0] yMedianAddress,
	output dataOut
    );
function integer clog2;
    input integer value;
    begin
        value = value - 1;
        for (clog2 = 0; value > 0; clog2 = clog2 + 1) begin
            value = value >> 1;
        end
    end
endfunction
localparam pixelCounterWidth = clog2(WINDOW_SIZE*WINDOW_SIZE);
localparam centerPixelOffset = WINDOW_SIZE/2;    
reg [pixelCounterWidth - 1:0] sum;
wire [pixelCounterWidth - 1:0] sumWire; 
reg [pixelCounterWidth - 1:0] pixelCounter;
reg [7:0] xMedianAddress;
reg [7:0] yMedianAddress;
reg [7:0] xAddressSync1;
reg [7:0] yAddressSync1;
reg [7:0] xAddressSync2;
reg [7:0] yAddressSync2;
reg [7:0] xAddressSync3;
reg [7:0] yAddressSync3;
reg writeEnable;
wire dataOut;
assign dataOut = writeEnable;
assign sumWire = sum + dataIn; 
always @ (posedge clk) begin
	xAddressSync1 <= xAddressIn;
	yAddressSync1 <= yAddressIn;
	xAddressSync2 <= xAddressSync1;
	yAddressSync2 <= yAddressSync1;
	xAddressSync3 <= xAddressSync2;
	yAddressSync3 <= yAddressSync2;
	if (pixelCounter == (WINDOW_SIZE*WINDOW_SIZE - 1)) begin
		xMedianAddress <= xAddressSync3 - centerPixelOffset;
		yMedianAddress <= yAddressSync3 - centerPixelOffset;;
	end
	else begin
		xMedianAddress <= 0;
		yMedianAddress <= 0;
	end
end
always @ (posedge clk) begin
	if (dataValid) begin
		if (pixelCounter == (WINDOW_SIZE*WINDOW_SIZE - 1)) begin
			pixelCounter <= 0;
			sum <= 0;
			if (sumWire > (WINDOW_SIZE*WINDOW_SIZE/2 - 1)) begin
				writeEnable <= 1;
			end
			else begin
				writeEnable <= 0;
			end
		end
		else begin
			pixelCounter <= pixelCounter + 1'b1;
			sum <= sum + dataIn;
			writeEnable <= 0;
		end
	end
	else begin
		pixelCounter <= 0;
		sum <= 0;
		writeEnable <= 0;
	end
end
endmodule
</file>
<file path="/design/flow/run.sh">
#!/bin/bash
# OpenROAD 26Q1-2900-gdf79404cd8, Yosys 0.63+post, stock flow scripts
make -C /OpenROAD-flow-scripts/flow DESIGN_CONFIG=/design/flow/config.mk WORK_HOME=/design/flow/orfs finish
</file>
<file path="/design/flow/config.mk">
export PLATFORM = sky130hd
export DESIGN_NAME = histogramTop
export DESIGN_NICKNAME = histogramTop
export VERILOG_FILES = /design/flow/design.v
export SDC_FILE = /design/flow/constraint.sdc
export NUM_CORES = 4
export LEC_CHECK = 1
export CORE_UTILIZATION = 50
</file>
<file path="/design/flow/constraint.sdc">
current_design histogramTop

set clk_period 59.8
set clk_io_pct 0.2

create_clock -name clk0 -period $clk_period [get_ports {clk}]

set non_clock_inputs [all_inputs -no_clocks]
set_input_delay [expr $clk_period * $clk_io_pct] -clock clk0 $non_clock_inputs
set_output_delay [expr $clk_period * $clk_io_pct] -clock clk0 [all_outputs]
</file>
==> notes.md <==
fresh numbers from the pnr run: site row count 197, grt total ovfl 0, crit start category flip-flop, peak supply drop approximately 0.000028 V, Insertion Delay late pin a little under 1 ns, NetSw 1.56 mW, final hold violations 0, # fillers 21800, fraction of registers with async set/reset 0%, CTS resizes 0, number of global-route vias before repair 97300, FP Util 50.4%, Iter 0 DRT Violations 7086, critical path peak fanout 7, DP HPWL 301000 µm, Vias per Instance 6.36, clock sink count 3504, OpenROAD warning count roughly 45, R2R depth 20, Hold WC Path Type flip-flop to flip-flop, Required @ worst endpoint 47.84 ns, post-placement cell area 152000 µm², Tot Pwr 5.90 mW, Post-route DRC 0, largest net degree at the start of global routing approximately 130, area delta synth->final 12.7%, Mapped Area roughly 150000 µm², Post-Route WL approximately 480000 µm, RSZ-0062 raised after global routing no, number of enable flip-flop cells 3422, CP Cell Sequence ha_1, inv_1, fa_1, or3_1, xnor2_1, clkdlybuf4s50_1, Clock power frac a little under two fifths, hold_buf cts 0, die area 293000 µm², Reg2Reg Capture Point computeHistogramInst.xHistogram[193][5], register share of total power between 40 and 50%, Post-synth seq share 71.8%, leakage 53.4 nW, hold path cells 0, Tmin final 15.23 ns, reg-to-reg startpoint computeHistogramInst.state[2], endpoint type of the worst setup path output pin, Sw Share 26.5%, Fmax 65.7 MHz, IO buf count just over 60, total CTS buffers 361, Rel. slew slack 21.3%, Internal 4.34 mW, outcome completed, Min Hold Slack 0.325 ns, CP Class flip-flop to output pin, GP Congestion 0.988, initial antenna violation count 32, combinational share of power 13.3%, H-tree Lvls 5, cell count after synthesis 10400, YS warnings 3, Antenna Nets Post-Route 0, first-pass GRT wire length 690000 µm, DR WL/cell 32.6 µm, Root Buffer Master clkbuf_16, max-cap viol count 0, Die H 541 µm, Cell Pwr Density ~36 nW/µm², CP arrival 3.27 ns, Clock transition at path regs 0.06 ns, Setup TNS 0 ns, Final Instance Area 164000 µm², vias 94400, TritonRoute pass-1 iters 6, gr usage total 37.0%, slowest cell on the critical path clkdlybuf4s50_1, Hold Startpoint filterInstance.dataProcessInst.yAddressSync2[7], worst-margin pin slew 1.17 ns, skew final 0.0585 ns, yosys stat cell total 10400, die width 541 µm, main flop type edfxtp_1, Post-CTS Setup Inserts 0, r2r setup slk 50.32 ns, Core Box Area 289000 µm², crit share post-route about a quarter, Hold Crit Endpoint filterInstance.dataProcessInst.yAddressSync3[7], final setup fails 0, CTS Buffer Depth 4, YS chip area approximately 150000 µm², Yosys cell types 93, delay of the slowest critical-path stage 0.53 ns, CTS tree yes, layout cells sized above 1 12.9%, IO Count roughly 62, Final Slew Violations 0, #FFs+latches synth 3504, mean post-synth cell area 14.0 µm²
-- area by class of cell --
cell class	instances	area (µm²)	area share [%]
diodes	32	80.1	0.0489
multi-input cells	6134	38100	23.2
repair buffers	585	4670	2.85
inverters	46	173	0.105
well taps	3880	4850	2.96
flip-flops and latches	3504	104000	63.7
clock buffers	453	9610	5.86
clock inverters	199	1980	1.21
-- critical path, delay by kind of cell (launching register included) --
family / cells / cell delay (ns)
xor gates and xnor gates: 1 / 0.19
adders and majority gates: 2 / 0.65
buffers and inverters: 2 / 0.59
DFF: 1 / 0.48
and+or+nand+nor: 1 / 0.41
-- placed cells by master, fill, tap and decap left out, types with 135 or more instances in the layout --
cell type / count
edfxtp_1: 3422
nand2_1: 1668
nor2_1: 872
nand3_1: 626
buf_4: 514
o21ai_0: 436
clkbuf_16: 367
a21oi_1: 270
mux4_2: 258
o211ai_1: 171
a22oi_1: 153
mux2i_1: 135
-- flip-flops by register name, summed over array words and instances, names as in the netlist, 8 cells and up --
name and cells:
filterInstance.dataProcessInst.xAddressSync1 8, computeHistogramInst.yHistogram 1440, computeHistogramInst.xCounter 8, computeHistogramInst.xHistogramOut 8, filterInstance.dataProcessInst.xAddressSync3 8, filterInstance.yAddressCntr 8, computeHistogramInst.yCounter 8, filterInstance.dataProcessInst.yAddressSync1 8
filterInstance.xAddressCntr 8, computeHistogramInst.xHistogram 1920, computeHistogramInst.yHistogramOut 8, filterInstance.dataProcessInst.yMedianAddress 8, filterInstance.dataProcessInst.yAddressSync2 8, filterInstance.dataProcessInst.yAddressSync3 8, filterInstance.dataProcessInst.xAddressSync2 8, filterInstance.dataProcessInst.xMedianAddress 8
-- synthesized netlist by cell type (all sizes together) (82+ instances only) --
cell	number	area, µm²
dfxtp	82	1640
nor3	84	420
clkbuf	342	1280
o22ai	128	807
a311oi	116	1020
mux2i	148	1510
nand2	1672	6280
nor2	891	3350
mux4	258	5810
buf	393	2000
o21ai	454	2270
a211oi	87	653
a21boi	82	619
nand3	626	3130
edfxtp	3422	103000
o211ai	171	1280
a21oi	272	1360
a22oi	153	1150
o21bai	134	1010
-- routing by layer --
layer	track usage (%)	up-vias	share of wire, %	routed length (µm)
met4	21.8	43	7.8	37500
met3	23.8	1381	16	76000
met1	45.0	46100	31	151000
met2	51.2	6361	45	218000
met5	3.58	-	0.23	1140
li1	-	40500	-	-
-- through the flow --
stage | utilization, % | instances | setup WS, ns
2_1_floorplan | - | 10400 | 45.37
3_3_place_gp | 52.7 | 14100 | 45.51
3_5_place_dp | 52.7 | 14100 | 45.55
4_1_cts | 56.7 | 14800 | 44.51
5_1_grt | 56.7 | 14800 | 44.45
6_report | 56.8 | 14800 | 44.57
-- cells by family after synthesis --
logic type	share of synthesized area, %
buffers and inverters	2.37
and+or+nand+nor	10.5
xor gates and xnor gates	0.331
DFF	71.8
muxes	5.23
AOI/OAI and AO/OA	9.57
adders and majority gates	0.217
-- power by group through the flow --
stage | Sequential [mW] | Combinational [mW] | Clock, mW
CTS | 2.90 | 0.769 | 2.24
global route | 2.90 | 0.824 | 2.33
finish | 2.90 | 0.787 | 2.22
-- how the worst max path moves through the flow --
stage | startpoint | end | slack, ns | depth (start not counted)
5_1_grt | filterInstance.xAddressCntr[0] | xAddressOut[6] | 44.45 | 6
4_1_cts | filterInstance.xAddressCntr[0] | xAddressOut[6] | 44.51 | 6
6_report | filterInstance.xAddressCntr[0] | xAddressOut[6] | 44.57 | 6
Power is estimated from default activity; no workload was simulated.
